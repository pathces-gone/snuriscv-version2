<file path="./run.sh">
#!/bin/bash
# OpenROAD 26Q1-2900-gdf79404cd8, Yosys 0.63+post, stock flow scripts
make -C /OpenROAD-flow-scripts/flow DESIGN_CONFIG=/design/flow/config.mk WORK_HOME=/design/flow/orfs finish
</file>
<file path="./config.mk">
export PLATFORM = sky130hd
export DESIGN_NAME = alu
export DESIGN_NICKNAME = alu
export VERILOG_FILES = /design/flow/design.v
export SDC_FILE = /design/flow/constraint.sdc
export NUM_CORES = 4
export LEC_CHECK = 1
export CORE_UTILIZATION = 50
</file>
<file path="./constraint.sdc">
current_design alu

set clk_period 12.5
set clk_io_pct 0.2

create_clock -name clk0 -period $clk_period

set non_clock_inputs [all_inputs -no_clocks]
set_input_delay [expr $clk_period * $clk_io_pct] -clock clk0 $non_clock_inputs
set_output_delay [expr $clk_period * $clk_io_pct] -clock clk0 [all_outputs]
</file>
<file path="./design.v">
`timescale 1ns / 1ps
module alu
#(
	parameter DWIDTH=32,
    parameter ALU_CONTOL_WIDTH=4
)
(
    input  [DWIDTH-1              : 0] i_alu_in1,
    input  [DWIDTH-1              : 0] i_alu_in2,
    input  [ALU_CONTOL_WIDTH-1    : 0] i_alu_ctrl,
    output [DWIDTH-1              : 0] o_alu_result
);
    wire is_sub;
    wire is_use_adder;
    wire is_or;
    assign is_sub       = i_alu_ctrl[2];
    assign is_use_adder = i_alu_ctrl[1];
    assign is_or        = i_alu_ctrl[0];
    wire [DWIDTH-1:0] inv_in1;
    wire [DWIDTH-1:0] io_adder_out;
    wire [DWIDTH-1:0] and_or_out;
    assign inv_in1      = (is_sub==0) ? i_alu_in1 : ~i_alu_in1;
    assign io_adder_out =  i_alu_in2 + inv_in1 + is_sub;
    assign and_or_out   = (is_or==0) ? (i_alu_in1 & i_alu_in2) : (i_alu_in1) | (i_alu_in2);
    assign o_alu_result = (is_use_adder == 0) ? and_or_out : io_adder_out ;
endmodule
</file>
==> flow_summary.json <==
{
  "synth.distinct_cells": 52,
  "p_int_uw": 124,
  "ys_area_sq_um": 2860,
  "critical_path_class": "primary input to output pin",
  "startpoint_type": "primary input",
  "max_cap_viol_count": 0,
  "drt_iter0_markers": 199,
  "design_area_sq_um": 3870,
  "slew_headroom_pct": 62.8,
  "synth.avg_cell_area_sq_um": 6.94,
  "antenna_found_initial": 0,
  "ys_cells": 412,
  "end_kind": "output pin",
  "yosysMostFrequentCell": "nand2_1",
  "powerDensity_nw_per_um2": 62.5,
  "outcome": "completed",
  "regArea_sq_um": 0,
  "p_clk_share_pct": 0,
  "required_ps": 10000,
  "worstPathMaxFanout": 34,
  "synth_area_leader_cell": "ha_1",
  "antennaDiodeCount": 0,
  "power_switching_uw": 118,
  "ys_warn_count": 0,
  "routed_wl_um": 7640,
  "ant_nets": 0,
  "cts_resized": 0,
  "power_frac_seq_pct": 0,
  "warnings": 37,
  "final-hold-violation-count": 0,
  "vdd_drop_max_mv": 0.0442,
  "worst_pin_slew_ps": 557,
  "post-route-period-util_pct": 68.8,
  "layout-drive-gt1-share_pct": 3.05,
  "dp_worst_setup_slack_ps": 3960,
  "core_area_sq_um": 5510,
  "grt_max_degree": 43,
  "routabilityCongestion": 0.965,
  "dr.pass1.iters": 4,
  "die_x_um": 77.6,
  "syn_area_sq_um": 2860,
  "top_area_share_pct": 14.4,
  "drc_errors": 0,
  "holdBufCountCts": 0,
  "fin_ws_ps": 3910,
  "io_buffers": 99,
  "clock_buffers": 0,
  "setup_violations": 0,
  "areaGrowthSynthToFinish_pct": 35.3,
  "fp_util_pct": 51.9,
  "power_uw": 242,
  "post_cts.repair.setup_buffers": 0,
  "yosys-top-cells-count": "nand2_1 (58), xor2_1 (43), o21ai_0 (36), ha_1 (33)",
  "grt_usage_pct": 25.8,
  "postSynthCellCount": 412,
  "setup_tns_ps": 0,
  "slew_violations": 0,
  "final_util_pct": 70.2,
  "grt_pass1_wl_um": 12900,
  "dieArea_sq_um": 6020,
  "dpl.hpwl_um": 6150,
  "dieHeight_um": 77.6,
  "avgRoutedWirePerCell_um": 13.6,
  "fmax_mhz": 116,
  "vias": 3205,
  "combPwrFrac_pct": 100.0,
  "hold_class": "primary input to output pin",
  "io_pins": 100,
  "netSwitchingFraction_pct": 48.9,
  "num_rows": 27,
  "top_cells_by_area": "ha_1 (14%), xor2_1 (13%), maj3_1 (11%)",
  "ys_seq_share_pct": 0,
  "p_leak_nw": 1.53,
  "dpl_cell_area_sq_um": 3870,
  "grt_pass1_vias": 2788,
  "layout_min_cycle_time_ps": 8590,
  "crit_arrival_ps": 6090,
  "ff_count": 0,
  "overflow": 0,
  "rsz0062_at_grt": "false",
  "via_per_inst": 5.69
}
## metrics by stage
step                instances  hold slack [ps]
floorplan                 412             5090
finish                    563             6070
global placement          563             6060
global route              563             6140
CTS                       563             6070
detailed placement        563             6070
## cell type report
type / count / area [sq um]
inverters: 7 / 26.3
repair buffers: 102 / 1010
multi-input cells: 382 / 2740
well taps: 72 / 90.1
fillers: 497 / 1640
## worst max-delay path, stage by stage
cell and delay [ps]:
buf_2 80, buf_4 450, xor2_1 240, inv_1 80, fa_1 420, and2b_1 240
o2111ai_2 200, a2111oi_4 420, o2111ai_2 260, a211oi_2 280, nor4b_1 80, a311oi_1 310
clkdlybuf4s50_1 520
## cell families (layout without fill, tap and decap cells)
| kind of cell | after synthesis | after routing | synth area share, % |
|---|---|---|---|
| multiplexers | 1 | 1 | 0.350 |
| adder cells (fa/ha/maj) | 65 | 65 | 26.0 |
| AND-OR/OR-AND | 139 | 139 | 32.7 |
| buffers and inverters | 30 | 109 | 4.07 |
| AND/OR/NAND/NOR | 122 | 122 | 20.0 |
| XOR/XNOR | 55 | 55 | 16.8 |
## path summary, 6_finish.rpt
kind / startpoint / end / slack (ps) / cells past startpoint
max: i_alu_ctrl[2] / o_alu_result[26] / 3910 / 13
min: i_alu_in2[0] / o_alu_result[0] / 6070 / 4
## placed cells by master, fill, tap and decap left out, types with 4 or more instances in the layout
cell type / netlist / layout
a211oi_1: 5 / 5
a21o_1: 16 / 16
a21oi_1: 31 / 31
a41oi_1: 4 / 4
and3_1: 4 / 4
clkdlybuf4s50_1: 0 / 98
ha_1: 33 / 33
inv_1: 7 / 7
maj3_1: 31 / 31
nand2_1: 58 / 58
nand3_1: 10 / 10
nand4_1: 9 / 9
nor2_1: 19 / 19
nor3_1: 6 / 6
o211ai_1: 8 / 8
o21a_1: 4 / 4
o21ai_0: 36 / 36
o21ai_1: 10 / 10
xnor2_1: 12 / 12
xor2_1: 43 / 43
## per-layer routing
layer	vias up	track usage (%)	wire [um]
li1	1697	-	-
met1	1407	41.3	4020
met2	101	39.2	3160
met3	0	2.87	462
met4	0	0	0
met5	-	0	0
## power by group through the flow
stage | Clock (mW) | Combinational, mW | Sequential, mW
after CTS | 0 | 0.241 | 0
after global routing | 0 | 0.268 | 0
final | 0 | 0.242 | 0
Power is estimated from default activity; no workload was simulated.
